==> design/flow/run.sh <==
#!/bin/bash
# OpenROAD 26Q1-2900-gdf79404cd8, Yosys 0.63+post, stock flow scripts
make -C /OpenROAD-flow-scripts/flow DESIGN_CONFIG=/design/flow/config.mk WORK_HOME=/design/flow/orfs finish
==> design/flow/design.v <==
module traffic ( clk, reset, s1_g, s1_r, s1_y,s2_g, s2_r, s2_y,s3_g, s3_r, s3_y,s4_g, s4_r, s4_y, P1, P2,P3, P4,clk_out );
input clk;
input reset;
reg [2:0] state,nextstate;
reg [4:0] count;
reg [26:0] q;
  output clk_out;
output  reg s1_r;
output  reg s1_g;
output  reg s1_y;
output  reg s2_r;
output  reg s2_g;
output  reg s2_y;
output  reg s3_r;
output  reg s3_g;
output  reg s3_y;
output  reg s4_r;
output  reg s4_g;
output  reg s4_y;
output  reg P1;
output  reg P2;
output  reg P3;
output  reg P4;
parameter s0= 3'b000;
parameter s1= 3'b001;
parameter s2= 3'b010;
parameter s3= 3'b011;
parameter s4= 3'b100;
parameter s5= 3'b101;
parameter s6= 3'b111;
  assign clk_out =q[26];
always @ (posedge clk_out or posedge reset )
        begin 
        if(reset)
        begin 
        count<=0;
        state <= 0;
        end
        else 
        begin
        count<= count+1;
        state <= nextstate;
        end
        end
always @ (*) begin
case(state)
default: begin
         nextstate = s0;
            end 
      s0:
			begin 
				if (count==1)
				nextstate = s1;
				else nextstate = s0;
         end
      s1: 
			begin
				if (count==3)
				nextstate =s2;
				else nextstate =s1;
			end
       s2: 
      begin
     if (count==11)
      nextstate =s3;
    else
    nextstate =s2;
    end
       s3: 
      begin
     if (count==13)
      nextstate =s4;
    else
    nextstate =s3;
    end
       s4: 
      begin
     if (count==21)
      nextstate =s5;
    else
    nextstate =s4;
    end
        s5: 
        begin
      if (count==23)
       nextstate = s6;
       else
       nextstate = s5;
        end
         s6: 
         begin
         if (count==31)
         nextstate=s1;
         else
         nextstate =s6;
         end
endcase
end    
always @ (posedge clk)
begin 
case(state) 
  s0:begin
  s1_r<=1'b1;s2_r<=1'b1;s3_r<=1'b1;s4_r<=1'b1;
  s1_g<=1'b0;s2_g<=1'b0;s3_g<=1'b0;s4_g<=1'b0;
  s1_y<=1'b0;s2_y<=1'b0;s3_y<=1'b0;s4_y<=1'b0;
  P1<=1'b1; P2<=1'b1; P3<=1'b1; P4<=1'b1;
   end
   s1:begin
   s1_r<=1'b0;s2_r<=1'b1;s3_r<=1'b1;s4_r<=1'b1;
   s1_g<=1'b1;s2_g<=1'b0;s3_g<=1'b0;s4_g<=1'b0;
   s1_y<=1'b0;s2_y<=1'b0;s3_y<=1'b0;s4_y<=1'b0;
   P1<=1'b1; P2<=1'b0; P3<=1'b0; P4<=1'b0;
     end
    s2:begin
   s1_r<=1'b0;s2_r<=1'b0;s3_r<=1'b1;s4_r<=1'b1;
   s1_g<=1'b1;s2_g<=1'b1;s3_g<=1'b0;s4_g<=1'b0;
   s1_y<=1'b0;s2_y<=1'b0;s3_y<=1'b0;s4_y<=1'b0;
   P1<=1'b1; P2<=1'b1; P3<=1'b0; P4<=1'b0;
    end
      s3:begin
   s1_r<=1'b0;s2_r<=1'b0;s3_r<=1'b1;s4_r<=1'b1;
   s1_g<=1'b0;s2_g<=1'b0;s3_g<=1'b0;s4_g<=1'b0;
   s1_y<=1'b1;s2_y<=1'b1;s3_y<=1'b0;s4_y<=1'b0;
   P1<=1'b0; P2<=1'b1; P3<=1'b1; P4<=1'b0;
      end
           s4:begin
   s1_r<=1'b1;s2_r<=1'b1;s3_r<=1'b0;s4_r<=1'b0;
   s1_g<=1'b0;s2_g<=1'b0;s3_g<=1'b1;s4_g<=1'b1;
   s1_y<=1'b0;s2_y<=1'b0;s3_y<=1'b0;s4_y<=1'b0;
   P1<=1'b1; P2<=1'b1; P3<=1'b0; P4<=1'b0;
      end
     s5:begin
    s1_r<=1'b1;s2_r<=1'b1;s3_r<=1'b0;s4_r<=1'b0;
    s1_g<=1'b0;s2_g<=1'b0;s3_g<=1'b0;s4_g<=1'b0;
    s1_y<=1'b0;s2_y<=1'b0;s3_y<=1'b1;s4_y<=1'b1;
    P1<=1'b1; P2<=1'b1; P3<=1'b0; P4<=1'b0; 
       end
       s6:begin
    s1_r<=1'b1;s2_r<=1'b1;s3_r<=1'b1;s4_r<=1'b1;
    s1_g<=1'b0;s2_g<=1'b0;s3_g<=1'b0;s4_g<=1'b0;
    s1_y<=1'b0;s2_y<=1'b0;s3_y<=1'b0;s4_y<=1'b0;
    P1<=1'b1; P2<=1'b1; P3<=1'b1; P4<=1'b1; 
   end
endcase
end
always @(posedge clk or posedge reset) 
begin
	if (reset)
		q<=0;
	else 
		q<=q+1;
end
endmodule
==> design/flow/constraint.sdc <==
current_design traffic

set clk_period 5.2
set clk_io_pct 0.2

create_clock -name clk0 -period $clk_period [get_ports {clk}]

set non_clock_inputs [all_inputs -no_clocks]
set_input_delay [expr $clk_period * $clk_io_pct] -clock clk0 $non_clock_inputs
set_output_delay [expr $clk_period * $clk_io_pct] -clock clk0 [all_outputs]
==> design/flow/config.mk <==
export PLATFORM = sky130hd
export DESIGN_NAME = traffic
export DESIGN_NICKNAME = traffic
export VERILOG_FILES = /design/flow/design.v
export SDC_FILE = /design/flow/constraint.sdc
export NUM_CORES = 4
export LEC_CHECK = 1
export CORE_UTILIZATION = 30
==> qor.rpt <==
RUN STATUS
------------------------------------------------------------------------------------------------------
Outcome                                                                                   finished, final reports clean

SETUP PATH
------------------------------------------------------------------------------------------------------
Critical path depth in cells                                                                         1
Data arrival time of the critical path                                                         1.39 ns
CP Capture Type                                                                            output port
Worst-path cell with the longest stage delay                                              sky130_fd_sc_hd__dfrtp_1
Number of buffer and inverter instances along the worst setup path                                   1
Longest individual stage delay on the worst path                                               0.58 ns
Critical path class                                                                       flop to output port
Required time of the worst setup path                                                          4.16 ns
Biggest fanout along the worst timing path                                                          14
Family with the most delay on the worst path                                                flip-flops
Type of element launching the critical path                                                       flop
Length in cells of the worst reg-to-reg path                                                         4
Cells traversed along the worst timing path                                               clkdlybuf4s50_1

FINAL TIMING
------------------------------------------------------------------------------------------------------
Count of unclocked register or latch pins                                                           12
Fmax achieved                                                                                0.412 GHz
Sum of negative setup slack                                                                       0 ns
Tmin final                                                                                     2.43 ns
Slew headroom                                                                                    0.565
Final count of pins violating max slew                                                               0
RSZ-0062 raised after global routing                                                                no
Transition time at the pin with the least slew margin                                         0.650 ns
Final Hold Vio Count                                                                                 0
Ratio of final minimum period to clock period                                                    0.467
Count of endpoints without a timing constraint                                                      36
Worst hold slack across all endpoints                                                         0.462 ns
Worst-case clock skew                                                                       0.00405 ns
Final count of negative-setup-slack endpoints                                                        0

GRT
------------------------------------------------------------------------------------------------------
GRT Resource Usage Total                                                                        0.0962
Via count of the first global-routing pass                                                       1,327
Global route total overflow                                                                          0
Global-route wire length before repair                                                         5880 µm
Maximum number of pins on one net before global-route repair                                        40
Antenna violations before repair                                                                     0

LAYOUT
------------------------------------------------------------------------------------------------------
Layout cell share with drive strength beyond 1                                                  0.0905
Area growth from synthesis to layout                                                             14.2%
Finished Layout Cells                                                                              309
Final cell area excluding filler cells                                                        2620 µm²

ROUTE
------------------------------------------------------------------------------------------------------
Diode count                                                                                          0
Remaining antenna violation count                                                                    0
Drt pass-1 iters                                                                                     4
Routed wire per std cell                                                                       10.4 µm
Drt initial violations                                                                              39
Average vias per placed instance                                                                  4.38
Via count                                                                                        1,353
Final wirelength                                                                               3220 µm
DRC Markers                                                                                          0

PWR
------------------------------------------------------------------------------------------------------
LEAKAGE                                                                                        1.24 nW
Largest vdd supply drop                                                                    0.0000902 V
Pwr per Cell Area                                                                           193 nW/µm²

PLACEMENT
------------------------------------------------------------------------------------------------------
Count of port buffers added during placement                                                        18
Routability cong.                                                                                0.772
Number of placed cells counting well taps                                                          302
Placement Cell Area                                                                           2540 µm²
Dpl hpwl                                                                                       2200 µm

FLOW RUN
------------------------------------------------------------------------------------------------------
Max-cap violations                                                                                   0
Tally of OpenROAD warnings                                                                          26

SYNTHESIS
------------------------------------------------------------------------------------------------------
Chip area estimate from yosys synthesis                                                       2290 µm²
Post-synth EDFFs                                                                                    12
Sequential fraction of the synthesis area                                                        0.584
Cell with the most instances after synthesis                                              sky130_fd_sc_hd__dfrtp_1
Share of flip-flops with an asynchronous set or reset                                            0.765
Commonest flop                                                                            sky130_fd_sc_hd__dfrtp_1
Synthesized instance count                                                                         194
Yosys cell count                                                                                   194
Area share of the largest cell type after synthesis                                              0.415
Most frequent cells after synthesis                                                       sky130_fd_sc_hd__dfrtp_1 (38), sky130_fd_sc_hd__nand2_1 (21), sky130_fd_sc_hd__xor2_1 (16)
Largest cells by area after synthesis                                                     sky130_fd_sc_hd__dfrtp_1 (41%), sky130_fd_sc_hd__edfxtp_1 (16%), sky130_fd_sc_hd__xor2_1 (6.1%)
Mean Syn Cell Area                                                                            11.8 µm²
Yosys Warn Count                                                                                     1
Mapped Area                                                                                   2290 µm²
Yosys cell types                                                                                    34
Biggest area consumer among synthesized cells                                             sky130_fd_sc_hd__dfrtp_1
Yosys reg bits                                                                                      51

CLOCK NETWORK
------------------------------------------------------------------------------------------------------
Clock transition at the register clock pins on the worst setup and hold paths after CTS        0.07 ns
Number of buffers added by the clock tree synthesis step                                             5
Clock latency on the worst-skew pair                                                           0.28 ns
Number of buffers inserted by hold repair at cts                                                     0
Clock tree from TritonCTS                                                                          yes
Maximum root-to-sink buffer count                                                                    2
CTS H-tree lvls                                                                                      2
Post-CTS Setup Inserts                                                                               0
CTS Root Buffer Type                                                                      sky130_fd_sc_hd__clkbuf_8
Cell resize tally after clock tree synthesis                                                         0

FLOORPLAN
------------------------------------------------------------------------------------------------------
Die height                                                                                     89.4 µm
Ports placed on the boundary                                                                        19
Core Region                                                                                   7330 µm²
Starting density of the core                                                                     0.313
Placement Rows                                                                                      31
Die area                                                                                      7990 µm²
Die Span X                                                                                     89.4 µm

HOLD PATH
------------------------------------------------------------------------------------------------------
Worst hold path type                                                                      flop to flop
Depth of the worst hold-timing path                                                                  1

[state kept, by name, indices dropped and copies added, names as in the netlist]
name and flops:
q 27, s2_y 1, s4_y 1, s4_r 1, P2 1, s4_g 1
state 7, P3 1, count 5, P4 1, s2_g 1, s2_r 1
P1 1, s1_g 1, s1_r 1
[placed cells by master, fill, tap and decap left out, types with 7 or more instances in the layout]
| cell | synthesis | routed |
|---|---|---|
| sky130_fd_sc_hd__nand3_1 | 12 | 12 |
| sky130_fd_sc_hd__xnor2_1 | 11 | 11 |
| sky130_fd_sc_hd__xor2_1 | 16 | 16 |
| sky130_fd_sc_hd__clkdlybuf4s50_1 | 0 | 18 |
| sky130_fd_sc_hd__nor2_1 | 7 | 7 |
| sky130_fd_sc_hd__nand2_1 | 21 | 21 |
| sky130_fd_sc_hd__edfxtp_1 | 12 | 12 |
| sky130_fd_sc_hd__inv_1 | 12 | 12 |
| sky130_fd_sc_hd__dfrtp_1 | 38 | 38 |
| sky130_fd_sc_hd__nor3_1 | 9 | 9 |
[per-layer routing]
layer,wire [µm],share of wire,vias to the layer above,GRT usage
li1,-,-,697,-
met1,1600,0.50,632,0.140
met2,1490,0.46,22,0.159
met3,100,0.031,2,0.0187
met4,31,0.0096,0,0.0130
met5,0,0,-,0
[path summary, 6_finish.rpt]
path	startpoint	slack (ns)	endpoint
hold / removal	q[17]	0.46	q[17]
min in group asynchronous	reset	1.18	q[24]
setup / recovery	q[26]	2.77	clk_out
hold reg to reg	q[17]	0.46	q[17]
max in group asynchronous	reset	3.69	q[10]
setup reg to reg	q[2]	3.53	q[16]
[final cells by class]
class	instances	area, µm²
Fill cell	713	4710
Sequential cell	51	1340
Multi-Input combinational cell	121	848
Timing Repair Buffer	19	188
Tap cell	99	124
Clock buffer	7	76.3
Inverter	12	45.0
[kinds of logic (layout without fill, tap and decap cells)]
| logic type | count (synthesis) | after routing | synth area share |
|---|---|---|---|
| compound gates | 9 | 9 | 0.0284 |
| fa+ha+maj | 4 | 4 | 0.0218 |
| buf+inv | 22 | 38 | 0.0464 |
| xor+xnor | 27 | 27 | 0.103 |
| flops | 51 | 51 | 0.584 |
| simple gates | 81 | 81 | 0.217 |
[power by group]
group          internal [mW]  leakage [nW]  switching (mW)
registers              0.315         0.634               0
logic                0.00120         0.572         0.00572
clock network         0.0922        0.0383          0.0923
[stage by stage]
step	utilization	setup slack, ns	power, mW
2_1_floorplan	-	3.27	0.325
3_3_place_gp	0.347	3.05	0.328
3_5_place_dp	0.347	3.04	0.328
4_1_cts	0.357	2.73	0.517
5_1_grt	0.357	2.68	0.527
6_report	0.357	2.77	0.506
Power and IR drop assume default switching activity.
